==> design/flow/design.v <==
module ALU(in1, in2, ALUCt, Sign, out, zero,shamt);
	input [31:0] in1, in2;
	input [4:0] ALUCt,shamt;
	input Sign;
	output reg [31:0] out;
	output zero;
	assign zero = (out == 0);
	wire ss;
	assign ss = {in1[31], in2[31]};
	wire lt_31;
	assign lt_31 = (in1[30:0] < in2[30:0]);
	wire lt_signed;
	assign lt_signed = (in1[31] ^ in2[31])? 
		((ss == 2'b01)? 0: 1): lt_31;
	always @(*)
		case (ALUCt)
			5'b00000: out <= in1 & in2;
			5'b00001: out <= in1 | in2;
			5'b00010: out <= in1 + in2;
			5'b00110: out <= in1 - in2;
			5'b00111: out <= {31'h00000000, Sign? lt_signed: (in1 < in2)};
			5'b01100: out <= ~(in1 | in2);
			5'b01101: out <= in1 ^ in2;
			5'b10000: out <= (in2 << shamt);
			5'b11000: out <= (in2 >> shamt);
			5'b11001: out <= ({{32{in2[31]}}, in2} >> shamt);
			5'b11010: out <= {in2[15:0],16'b0};
			default: out <= 32'h00000000;
		endcase
endmodule
module ALUControl(ALUOp, Funct, ALUCt, Sign);
	input [3:0] ALUOp;
	input [5:0] Funct;
	output reg [4:0] ALUCt;
	output Sign;
	parameter aluAND = 5'b00000;
	parameter aluOR  = 5'b00001;
	parameter aluADD = 5'b00010;
	parameter aluSUB = 5'b00110;
	parameter aluSLT = 5'b00111;
	parameter aluNOR = 5'b01100;
	parameter aluXOR = 5'b01101;
	parameter aluSLL = 5'b10000;
	parameter aluSRL = 5'b11000;
	parameter aluSRA = 5'b11001;
	parameter aluLU  = 5'b11010;
	assign Sign = (ALUOp[2:0] == 3'b010)? ~Funct[0]: ~ALUOp[3];
	reg [4:0] aluFunct;
	always @(*)
		case (Funct)
			6'b00_0000: aluFunct <= aluSLL;
			6'b00_0010: aluFunct <= aluSRL;
			6'b00_0011: aluFunct <= aluSRA;
			6'b10_0000: aluFunct <= aluADD;
			6'b10_0001: aluFunct <= aluADD;
			6'b10_0010: aluFunct <= aluSUB;
			6'b10_0011: aluFunct <= aluSUB;
			6'b10_0100: aluFunct <= aluAND;
			6'b10_0101: aluFunct <= aluOR;
			6'b10_0110: aluFunct <= aluXOR;
			6'b10_0111: aluFunct <= aluNOR;
			6'b10_1010: aluFunct <= aluSLT;
			6'b10_1011: aluFunct <= aluSLT;
			default: aluFunct <= aluADD;
		endcase
	always @(*)
		case (ALUOp[2:0])
			3'b000: ALUCt <= aluADD;
			3'b001: ALUCt <= aluSUB;
			3'b100: ALUCt <= aluAND;
			3'b011: ALUCt <= aluOR;
			3'b101: ALUCt <= aluSLT;
			3'b110: ALUCt <= aluLU;
			3'b010: ALUCt <= aluFunct;
			default: ALUCt <= aluADD;
		endcase
endmodule
module DataForward(clk,reset,intterupt,
    readdata1,readdata2,
    regwritedataWB,ALUoutMEM,
    regwriteaddrWB,regwriteaddrMEM,rsaddr,rtaddr,
    RegWriteWB,RegWriteMEM,
    forwardout1,forwardout2);
    input clk,reset,intterupt;
    input [31:0] readdata1,readdata2,regwritedataWB,ALUoutMEM;
    input [4:0] regwriteaddrWB,regwriteaddrMEM,rsaddr,rtaddr;
    input RegWriteWB,RegWriteMEM;
    output [31:0] forwardout1,forwardout2;
    wire [1:0] Forward1,Forward2; 
    assign Forward1=(RegWriteMEM & (regwriteaddrMEM!=0) & (regwriteaddrMEM==rsaddr))? 2'b01:
        (RegWriteWB & (regwriteaddrWB!=0) & (regwriteaddrWB==rsaddr))? 2'b10:2'b00;
    assign Forward2=(RegWriteMEM & (regwriteaddrMEM!=0) & (regwriteaddrMEM==rtaddr))? 2'b01:
        (RegWriteWB & (regwriteaddrWB!=0) & (regwriteaddrWB==rtaddr))? 2'b10:2'b00;
    assign forwardout1=(Forward1==2'b01)? ALUoutMEM:(Forward1==2'b10)? regwritedataWB:readdata1;
    assign forwardout2=(Forward2==2'b01)? ALUoutMEM:(Forward2==2'b10)? regwritedataWB:readdata2;
endmodule
module EX(clk,reset,intterupt,
    readdata1EX,readdata2EX,extenddataEX,rdaddrEX,rtaddrEX,rsaddrEX,shamtEX,
    regwritedataWB,ALUoutMEM,regwriteaddrWB,regwriteaddrMEM,RegWriteWB,RegWriteMEM,
    ALUSrcEX,ALUOpEX,RegDstEX,FunctEX,
    ALUequalEX,ALUoutEX,memwritedataEX,regwriteaddrEX);
    input clk,reset,intterupt;
    input [31:0] readdata1EX,readdata2EX,extenddataEX;
    input [31:0] regwritedataWB,ALUoutMEM;
    input [4:0] rdaddrEX,rtaddrEX,rsaddrEX;
    input [4:0] regwriteaddrMEM,regwriteaddrWB;
    input [4:0] shamtEX;
    input ALUSrcEX;
    input RegWriteMEM,RegWriteWB;
    input [1:0] RegDstEX;
    input [3:0] ALUOpEX;
    input [5:0] FunctEX;
    output ALUequalEX;
    output [31:0] ALUoutEX,memwritedataEX;
    output [4:0] regwriteaddrEX;
    wire [4:0] ALUCt;
    wire Sign;
    ALUControl ALUControl(.ALUOp(ALUOpEX),.Funct(FunctEX),.ALUCt(ALUCt),.Sign(Sign));
    wire [31:0] forwardout1EX,forwardout2EX;
    DataForward DataForwardEX(.clk(clk),.reset(reset),.intterupt(intterupt),
        .readdata1(readdata1EX),.readdata2(readdata2EX),.regwritedataWB(regwritedataWB),.ALUoutMEM(ALUoutMEM), 
        .regwriteaddrWB(regwriteaddrWB),.regwriteaddrMEM(regwriteaddrMEM),.rsaddr(rsaddrEX),.rtaddr(rtaddrEX),
        .RegWriteWB(RegWriteWB),.RegWriteMEM(RegWriteMEM), 
        .forwardout1(forwardout1EX),.forwardout2(forwardout2EX)); 
    wire [31:0] ALUin2;
    assign ALUin2=ALUSrcEX?extenddataEX:forwardout2EX;
    ALU ALU(.in1(forwardout1EX),.in2(ALUin2),.ALUCt(ALUCt),.Sign(Sign),.shamt(shamtEX),
        .out(ALUoutEX),.zero(ALUequalEX));
    assign memwritedataEX=forwardout2EX;
    assign regwriteaddrEX=(RegDstEX==2'b00)? rtaddrEX:(RegDstEX==2'b01)? rdaddrEX:(RegDstEX==2'b10)? 5'b11111:5'b11010;
endmodule
==> design/flow/run.sh <==
#!/bin/bash
# OpenROAD 26Q1-2900-gdf79404cd8, Yosys 0.63+post, stock flow scripts
make -C /OpenROAD-flow-scripts/flow DESIGN_CONFIG=/design/flow/config.mk WORK_HOME=/design/flow/orfs finish
==> design/flow/config.mk <==
export PLATFORM = sky130hd
export DESIGN_NAME = EX
export DESIGN_NICKNAME = EX
export VERILOG_FILES = /design/flow/design.v
export SDC_FILE = /design/flow/constraint.sdc
export NUM_CORES = 4
export LEC_CHECK = 1
export CORE_UTILIZATION = 30
==> design/flow/constraint.sdc <==
current_design EX

set clk_period 31.3
set clk_io_pct 0.2

create_clock -name clk0 -period $clk_period

set non_clock_inputs [all_inputs -no_clocks]
set_input_delay [expr $clk_period * $clk_io_pct] -clock clk0 $non_clock_inputs
set_output_delay [expr $clk_period * $clk_io_pct] -clock clk0 [all_outputs]
==> Slide: Implementation Results <==
Implementation Results

Synthesis
  – Post-synth top cells: 212 x nand2_1, 165 x nor2_1, 135 x o21ai_0
  – Syn avg cell area: 6.46 um^2
  – Yosys warning tally: 2
  – Post-synth top area cell: ha_1
  – Yosys chip area: 0.0130 mm^2
  – Mapped Cells: 2009
  – Cell with the most instances after synthesis: nand2_1
  – Area leader share: 0.0954
  – Top cells, area: ha_1 9.5%, nand2_1 6.1%, o21ai_0 5.2%
  – Yosys stat cell total: 2009
  – Sequential cell area fraction in the yosys report: 0
  – Mapped Area: 0.0130 mm^2
  – Synth unique cells: 97

Timing
  – Max-slew headroom: 0.292
  – Final setup viols: 0
  – Fin crit period: 21830 ps
  – Fmax: 45.8 MHz
  – Fin. Hold Viols: 0
  – RSZ-0062 raised after global routing: no
  – Pins Over Slew Limit: 0
  – Fin crit share: 0.697
  – Setup TNS: 0 ps
  – Final WS setup: 9470 ps
  – Worst Max-Slew Pin Slew: 1030 ps

Routing
  – Antenna Cells: 0
  – Overall routed net length: 95400 um
  – Via density: 6.77
  – DRT Pass-1 Iters: 6
  – DR iter-0 viols: 2470
  – Post-route DRC: 0
  – Wirelength per Cell: 33.8 um
  – Antenna viol nets, final: 0
  – Vias post-DR: 19107

Worst setup path
  – Setup Crit Path Kind: in2out
  – Slowest-stage cell, CP: a2111oi_0
  – Crit path capture: ALUequalEX
  – CP required: 25040 ps
  – Crit path DAT: 15570 ps
  – Crit path launch type: input port
  – Critical path's largest stage delay: 800 ps
  – Crit end category: output pin
  – Critical path launch point: regwriteaddrMEM[4]
  – CP Max Fanout: 40

Clocking
  – CTS Hold Bufs: 0
  – CTS resizes: 0
  – Post-CTS setup buffers: 0

GRT
  – Global Route Usage Sum: 0.429
  – Vias in the first global route: 17711
  – Largest net degree at the start of global routing: 65
  – Global-route wire length before repair: 133000 um
  – Grt ovf: 0
  – Initial antenna violation count: 7

Floorplanning
  – Initial Utilization: 0.307
  – Die Height: 210 um
  – Io pins: 278
  – Die width: 210 um
  – Core footprint: 0.0423 mm^2
  – Site Rows: 75
  – Die area: 0.0441 mm^2

Pwr
  – Pleak: 0.00629 uW
  – Internal power: 156 uW
  – Max VDD drop: 0.00905 mV
  – Combinational power share: 1.000
  – P_sw: 251 uW
  – Clock Power Share: 0
  – Sw Ratio: 0.616
  – Sequential power share: 0
  – Pwr Total: 408 uW
  – Power Density: 24.4 mW/mm^2

Placed design
  – Pre-CTS setup slack: 9800 ps
  – Final Wtd Congestion: 1.10
  – Final HPWL DP: 78000 um
  – IO buf count: 275
  – Dpl cells: 2821

Layout
  – CLK BUF: 0
  – Area Overhead vs Synth: 28.8%
  – # fillers: 4477
  – Non-Filler Instances: 2821
  – Share of post-route cells with drive strength above 1: 0.0887
  – Seq cells: 0
  – Sequential Area: 0 um^2

Job
  – Tool Warnings: 101
  – Max-cap viol count: 0

Outcome
  – Status: completed

Min path
  – Worst hold path type: in2out
-- area by class of cell --
| cell class | instances | area (um^2) | area share |
|---|---|---|---|
| multi-input cells | 1731 | 11900 | 0.714 |
| well taps | 577 | 722 | 0.0432 |
| repair buffers | 392 | 3610 | 0.216 |
| inverters | 121 | 454 | 0.0272 |
-- power groups by stage --
stage / Sequential, uW / Combinational (uW) / Clock, uW
6_report: 0 / 408 / 0
5_1_grt: 0 / 423 / 0
4_1_cts: 0 / 393 / 0
-- critical path: cells and delay by family --
| kind | cells | cell delay, ps |
|---|---|---|
| compound gates | 9 | 3220 |
| simple gates | 8 | 2770 |
| mux | 1 | 300 |
| fa+ha+maj | 2 | 520 |
| buf+inv | 7 | 2440 |
-- how the worst min path moves through the flow --
stage                from           endpoint  cells after the start
finish        rdaddrEX[2]  regwriteaddrEX[2]                      4
global route  rdaddrEX[2]  regwriteaddrEX[2]                      4
CTS           rdaddrEX[2]  regwriteaddrEX[2]                      4
-- layout by cell type, fill, tap and decap left out, types with 24 or more instances in the layout --
cell type,instances
a211oi_1,26
a21oi_1,120
a22oi_1,33
a31oi_1,45
and2_1,26
buf_4,118
clkdlybuf4s50_1,271
ha_1,99
inv_1,114
mux2i_1,64
nand2_1,212
nand3_1,46
nand4_1,58
nor2_1,165
nor3_1,80
o21ai_0,135
o22ai_1,46
o31ai_1,51
xnor2_1,24
-- cell families (layout without fill, tap and decap cells) --
| family | Yosys count | in the layout | synth area share |
|---|---|---|---|
| xor+xnor | 28 | 28 | 0.0189 |
| compound gates | 785 | 785 | 0.433 |
| fa+ha+maj | 102 | 102 | 0.0993 |
| mux | 98 | 98 | 0.0971 |
| buf+inv | 278 | 513 | 0.0823 |
| simple gates | 718 | 718 | 0.269 |
-- layer usage --
layer	vias up	share of wire	track usage	wire, um
li1	8293	-	-	-
met1	9071	0.39	0.556	37300
met2	1468	0.42	0.629	39800
met3	261	0.12	0.130	11200
met4	14	0.073	0.253	6960
met5	-	0.0010	0	97
-- metrics by stage --
stage          hold slack (ps)  area, um^2   util
3_5_place_dp             13440       16700  0.395
3_3_place_gp             13450       16700  0.395
5_1_grt                  13480       16700  0.395
6_report                 13430       16700  0.395
2_1_floorplan            12550       13000      -
4_1_cts                  13440       16700  0.395
Power is estimated from default activity; no workload was simulated.
