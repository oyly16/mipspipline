[run.sh]
#!/bin/bash
# OpenROAD 26Q1-2900-gdf79404cd8, Yosys 0.63+post, stock flow scripts
make -C /OpenROAD-flow-scripts/flow DESIGN_CONFIG=/design/flow/config.mk WORK_HOME=/design/flow/orfs finish
[constraint.sdc]
current_design ID

set clk_period 24.0
set clk_io_pct 0.2

create_clock -name clk0 -period $clk_period [get_ports {clk}]

set non_clock_inputs [all_inputs -no_clocks]
set_input_delay [expr $clk_period * $clk_io_pct] -clock clk0 $non_clock_inputs
set_output_delay [expr $clk_period * $clk_io_pct] -clock clk0 [all_outputs]
[design.v]
module Compare(forwardout1ID,forwardout2ID,OpCode,compare);
    input [31:0] forwardout1ID,forwardout2ID;
    input [5:0] OpCode;
    output compare;
    wire [31:0] diff;
    assign diff=forwardout1ID-forwardout2ID;
    assign compare=
        (OpCode==6'h4 & diff==0) | (OpCode==6'h5 & diff!=0) | (OpCode==6'h6 & forwardout1ID<=0) | (OpCode==6'h7 & forwardout1ID>0);
endmodule
module Control(OpCode,Funct,stall,intterupt,exception,
	BranchID,JumpID,JRID,RegWriteID,RegDstID,MemReadID,MemWriteID,MemtoRegID,ALUSrcID,ExtOpID,ALUOpID);
	input [5:0] OpCode;
	input [5:0] Funct;
	input stall,intterupt,exception;
	output BranchID,JumpID,RegWriteID,MemReadID,MemWriteID,ALUSrcID,ExtOpID,JRID;
	output [1:0] RegDstID,MemtoRegID;
	output [3:0] ALUOpID;
	assign ALUOpID[2:0] = 
		(OpCode == 6'h00)? 3'b010: 
		(OpCode == 6'h04)? 3'b001: 
		(OpCode == 6'h0c)? 3'b100: 
		(OpCode == 6'h0d)? 3'b011: 
		(OpCode == 6'h0f)? 3'b110: 
		(OpCode == 6'h0a || OpCode == 6'h0b)? 3'b101:3'b000; 
	assign ALUOpID[3] = OpCode[0];
	assign BranchID=
		(OpCode == 6'h04 || OpCode==6'h05 || OpCode==6'h06 || OpCode==6'h07)? 1:0;
	assign JumpID=
		(OpCode==6'h02 || OpCode==6'h03 || (OpCode==6'h00 & Funct==6'h08) || (OpCode==6'h00 & Funct==6'h09))?1:0; 
	assign JRID=
		(OpCode==6'h00 & (Funct==6'h08 | Funct==6'h09));
	assign RegWriteID=
		(intterupt | exception)? 1:
		(stall)? 0:
		(OpCode == 6'h2b || OpCode == 6'h04 || OpCode == 6'h05 || OpCode==6'h06 || OpCode==6'h07 ||
		 OpCode == 6'h02 || (OpCode == 6'h00 & Funct == 6'h08))? 0:1; 
	assign RegDstID=
		(intterupt | exception)? 2'b11:
		(OpCode == 6'h23 || OpCode == 6'h0f || OpCode == 6'h08 || OpCode == 6'h09 || OpCode == 6'h0c || OpCode == 6'h0b || OpCode == 6'h0a || OpCode==6'h0d)? 2'b00:
		(OpCode == 6'h03 || (OpCode==6'h00 & Funct==6'h09))? 2'b10:2'b01;
	assign MemReadID=
		(OpCode == 6'h23)? 1:0;
	assign MemWriteID=
		(stall | intterupt)? 0:
		(OpCode == 6'h2b)? 1:0;
	assign MemtoRegID=
		intterupt? 2'b11:
		(OpCode == 6'h23)? 2'b01:
		(exception || OpCode == 6'h03 || (OpCode == 6'h00 & Funct == 6'h09))? 2'b10:2'b00;
	assign ALUSrcID=
		(OpCode == 6'h23 || OpCode == 6'h2b || OpCode == 6'h0f || OpCode == 6'h08 || OpCode == 6'h09 || OpCode == 6'h0c || OpCode == 6'h0a || OpCode == 6'h0b || OpCode==6'h0d)? 1:0;
	assign ExtOpID=
		(OpCode == 6'h0c || OpCode==6'h0d)? 0:1;
endmodule
module DataForward(clk,reset,intterupt,
    readdata1,readdata2,
    regwritedataWB,ALUoutMEM,
    regwriteaddrWB,regwriteaddrMEM,rsaddr,rtaddr,
    RegWriteWB,RegWriteMEM,
    forwardout1,forwardout2);
    input clk,reset,intterupt;
    input [31:0] readdata1,readdata2,regwritedataWB,ALUoutMEM;
    input [4:0] regwriteaddrWB,regwriteaddrMEM,rsaddr,rtaddr;
    input RegWriteWB,RegWriteMEM;
    output [31:0] forwardout1,forwardout2;
    wire [1:0] Forward1,Forward2; 
    assign Forward1=(RegWriteMEM & (regwriteaddrMEM!=0) & (regwriteaddrMEM==rsaddr))? 2'b01:
        (RegWriteWB & (regwriteaddrWB!=0) & (regwriteaddrWB==rsaddr))? 2'b10:2'b00;
    assign Forward2=(RegWriteMEM & (regwriteaddrMEM!=0) & (regwriteaddrMEM==rtaddr))? 2'b01:
        (RegWriteWB & (regwriteaddrWB!=0) & (regwriteaddrWB==rtaddr))? 2'b10:2'b00;
    assign forwardout1=(Forward1==2'b01)? ALUoutMEM:(Forward1==2'b10)? regwritedataWB:readdata1;
    assign forwardout2=(Forward2==2'b01)? ALUoutMEM:(Forward2==2'b10)? regwritedataWB:readdata2;
endmodule
module ID(clk,reset,intterupt,stall,exception,instructionID,PCplus4ID,PCID,regwriteaddrWB,regwritedataWB,RegWriteWB,RegWriteMEM,
    ALUoutMEM,regwriteaddrMEM,readdata1ID,readdata2ID,extenddataID,rdaddrID,rtaddrID,rsaddrID,branchaddrID,jumpaddrID,
    JumpID,JRID,PCSrcID,RegWriteID,ExtOpID,MemReadID,MemWriteID,ALUSrcID,MemtoRegID,BranchID,RegDstID,ALUOpID,FunctID,shamtID);
    input clk,reset,intterupt,stall;
    input [31:0] instructionID,PCplus4ID,PCID;
    input [4:0] regwriteaddrWB,regwriteaddrMEM;
    input [31:0] regwritedataWB,ALUoutMEM;
    input RegWriteWB,RegWriteMEM;
    output exception;
    output [31:0] readdata1ID;
    output [31:0] readdata2ID;
    output [31:0] extenddataID;
    output [31:0] branchaddrID,jumpaddrID;
    output [4:0] rdaddrID,rtaddrID,rsaddrID,shamtID;
    output RegWriteID,ExtOpID,MemReadID,MemWriteID,ALUSrcID,BranchID,JumpID,JRID;
    output [1:0] RegDstID,MemtoRegID;
    output [3:0] ALUOpID;
    output [5:0] FunctID;
    output [2:0] PCSrcID;
    assign exception=(instructionID[31:26]==6'h3f);
    Control Control(.OpCode(instructionID[31:26]),.Funct(instructionID[5:0]),.stall(stall),.intterupt(intterupt),.exception(exception),
		.BranchID(BranchID),.RegWriteID(RegWriteID),.RegDstID(RegDstID),.JumpID(JumpID),.JRID(JRID), 
		.MemReadID(MemReadID),.MemWriteID(MemWriteID),.MemtoRegID(MemtoRegID),
		.ALUSrcID(ALUSrcID),.ExtOpID(ExtOpID),.ALUOpID(ALUOpID));
    wire [31:0] regreaddata1,regreaddata2;
    RegisterFile RegisterFile(.reset(reset),.clk(clk),.RegWriteWB(RegWriteWB),
        .readaddr1(instructionID[25:21]),.readaddr2(instructionID[20:16]),.regwriteaddrWB(regwriteaddrWB),.regwritedataWB(regwritedataWB),
	    .readdata1(regreaddata1),.readdata2(regreaddata2));
    assign extenddataID={ExtOpID? {16{instructionID[15]}}:16'h0000, instructionID[15:0]};
    assign rdaddrID=instructionID[15:11];
    assign rtaddrID=instructionID[20:16];
    assign rsaddrID=instructionID[25:21];
    assign shamtID=instructionID[10:6];
    assign FunctID=instructionID[5:0];
    wire forwardWB_ID1,forwardWB_ID2;
    assign forwardWB_ID1=RegWriteWB & (regwriteaddrWB!=0) & (regwriteaddrWB==instructionID[25:21]);
    assign forwardWB_ID2=RegWriteWB & (regwriteaddrWB!=0) & (regwriteaddrWB==instructionID[20:16]);
    assign readdata1ID=forwardWB_ID1? regwritedataWB:regreaddata1;
    assign readdata2ID=forwardWB_ID2? regwritedataWB:regreaddata2; 
    wire compare;
    wire [31:0] forwardout1ID,forwardout2ID;
    Compare Compare(.forwardout1ID(forwardout1ID),.forwardout2ID(forwardout2ID),.OpCode(instructionID[31:26]),.compare(compare));
    assign PCSrcID=(intterupt)? 3'd3: (exception & PCID[31]==0)? 3'd4: (BranchID & compare)? 3'd1:(JumpID)?3'd2:3'd0;
    assign branchaddrID=PCplus4ID+{extenddataID[29:0],2'b00};
    DataForward DataForwardID(.clk(clk),.reset(reset),.intterupt(intterupt),
      .readdata1(readdata1ID),.readdata2(readdata2ID),.regwritedataWB(regwritedataWB),.ALUoutMEM(ALUoutMEM), 
      .regwriteaddrWB(regwriteaddrWB),.regwriteaddrMEM(regwriteaddrMEM),.rsaddr(rsaddrID),.rtaddr(rtaddrID),
      .RegWriteWB(RegWriteWB),.RegWriteMEM(RegWriteMEM), 
      .forwardout1(forwardout1ID),.forwardout2(forwardout2ID)); 
    assign jumpaddrID=JRID?forwardout1ID:{PCplus4ID[31:28],instructionID[25:0],2'b00};
endmodule
module RegisterFile(reset,clk,RegWriteWB,readaddr1,readaddr2,regwriteaddrWB,regwritedataWB,
	readdata1,readdata2);
	input reset,clk;
	input RegWriteWB;
	input [4:0] readaddr1,readaddr2,regwriteaddrWB;
	input [31:0] regwritedataWB;
	output [31:0] readdata1,readdata2;
	reg [31:0] RF_data[31:1];
	assign readdata1 = (readaddr1 == 5'b00000)? 32'h00000000: RF_data[readaddr1];
	assign readdata2 = (readaddr2 == 5'b00000)? 32'h00000000: RF_data[readaddr2];
	integer i;
	always @(posedge reset or posedge clk)
		if (reset)
			for (i = 1; i < 32; i = i + 1)
				RF_data[i] <= 32'h00000000;
		else if (RegWriteWB && (regwriteaddrWB != 5'b00000))
			RF_data[regwriteaddrWB] <= regwritedataWB;
endmodule
[config.mk]
export PLATFORM = sky130hd
export DESIGN_NAME = ID
export DESIGN_NICKNAME = ID
export VERILOG_FILES = /design/flow/design.v
export SDC_FILE = /design/flow/constraint.sdc
export NUM_CORES = 4
export LEC_CHECK = 1
export CORE_UTILIZATION = 30
==> results.txt <==
Summary of the current implementation state.

- The flow ran to the end, and the final reports show no timing, DRC or antenna violations.
- TritonCTS built the clock tree.
- The design draws approximately 5.2 mW.
- The global-route wire length before repair is 432 mm, for reference.
- The number of cells on the worst hold path is listed as 1.
- The worst setup slack after placement is 6.38 ns, for reference.
- The peak ir drop on the vdd network is 0.0000550 V, for reference.
- The worst setup path is captured at a primary output.
- The post-detailed-route wirelength per cell is around 40 um, for reference.
- The hold buffer count at CTS is 0, for reference.
- The OpenROAD warning count is between 60 and 70, for reference.
- The post-synthesis sequential area ratio is 0.443, for reference.
- The leakage power of the design is 29.0 nW, for reference.
- The portion of the clock cycle consumed by the worst path in the final layout is 0.754, for reference.
- The number of sinks driven by the clock tree is roughly 1000, for reference.
- The power per unit of standard cell area is between 70 and 80 nW/um2, for reference.
- The number of cells in the yosys synthesis report is 5250, for reference.
- Summed over all nets, the half-perimeter wirelength after detailed placement is between 200 and 250 mm.
- By instance count after routing, the leading logic cell type is sky130_fd_sc_hd__mux2_2.
- The tree is rooted in a sky130_fd_sc_hd__clkbuf_16.
- The report shows a maximum critical-path fanout of 22.
- The later-pin clock latency in the skew report is 0.72 ns, for reference.
- The reg-to-reg critical path startpoint is RegisterFile.RF_data[1][31]$_DFFE_PP0P_, for reference.
- The number of setup buffers added after CTS is 0, for reference.
- The final tally of hold violations is 0, for reference.
- The combined area of all synthesized cells is approximately 56000 um2, for reference.
- Pin placement for this block handled 382 I/O pins.
- The register with the most flip-flops in the final layout is RegisterFile.RF_data.
- The top cell types in the final layout, fill and taps aside, are 1000 x sky130_fd_sc_hd__mux2_2, 992 x sky130_fd_sc_hd__dfrtp_1, 650 x sky130_fd_sc_hd__a22oi_1.
- The number of design rule violations left after detail routing is 0, for reference.
- The synthesized design contains 0 enable-type register cells.
- The transition at the pin with the smallest max-transition slack is 1.25 ns, for reference.
- At the worst endpoint, the arrival time is 13.29 ns.
- The total setup violations reported at the end of the flow is 0, for reference.
- The violation tally recorded at the end of detailed-routing iteration 0 is 6344.
- The final count of pins violating max slew is 0, for reference.
- The logic depth of the worst register-to-register path is 1, for reference.
- Setup repair after global routing left no endpoint under its margin.
- The count of buffers inserted at the top-level ports is between 300 and 400, for reference.
- The timing report gives the worst reg2reg path a setup slack of approximately 23 ns.
- The number of antenna violations at the first check in global routing came to 28.
- The CTS clock-pin slew for the worst setup and hold paths is 0.06 ns, for reference.
- The signed area change from the synthesized netlist to the final layout is 19.2%, for reference.
- The register with the most flip-flops in the layout has 992 of them.
- The chip area line in the Yosys stat output reads 56000 um2.
- The reg-to-reg endpoint is RegisterFile.RF_data[1][31]$_DFFE_PP0P_, for reference.
- The layout has about 18000 filler cells.
- The die covers ~190000 um2.
- The pin count of the biggest net entering global routing is 112, for reference.
- The hold path startpoint is RegisterFile.RF_data[13][31]$_DFFE_PP0P_, for reference.
- Looking at the critical path, the single cell with the biggest stage delay is sky130_fd_sc_hd__o31ai_1.
- The number of gates resized after CTS was 0.
- In the post-route report, total wirelength is listed as about 320 mm.
- After floorplanning, the core was sized to cover 185000 um2.
- The y dimension of the die is 434 um, for reference.
- The clock buffer count from CTS is 108, for reference.
- The via count of the first global-routing pass came to 51511.
- The number of iterations in the first detailed-routing pass is 8, for reference.
- Dividing the synthesized area by the synthesized cell count gives 10.7 um2.
- In the setup report, the worst path falls into the class input pin to primary output.
- The effective utilization at floorplan is 0.302, for reference.
- The number of flip-flops and latches in the synthesized netlist is 992, for reference.
- The antenna violation net count after detailed routing is 0, for reference.
- The total overflow left after global routing is 0.
- Summing over every cut layer, the via total after detailed routing is 53540.
- The routability congestion estimate from global placement is 1.02, for reference.
- The final-layout setup total negative slack is 0 ns, for reference.
- The floorplan step set the die width to 434 um.
- The count of unique library cells instantiated by Yosys is 88, for reference.
- The buffer levels on the longest clock path is 3, for reference.
- The cell repeated most along the worst path is sky130_fd_sc_hd__nor4_1, for reference.
- The fraction of final layout cells with drive strength greater than 1 is 0.294, for reference.
- The required time at the endpoint of the critical path is 19.20 ns, for reference.
- The final worst setup slack is 5.91 ns, for reference.
- The number of warnings reported in the yosys synthesis log is 2, for reference.
- The longest incremental delay of any stage on the critical path is reported as 0.99 ns.
- The maximum clock skew at final layout is 0 ns, for reference.
- Per the synth stats, the flop cell with the highest instance count is sky130_fd_sc_hd__dfrtp_1.
- The sink of the worst hold path is RegisterFile.RF_data[13][31]$_DFFE_PP0P_, for reference.
- Per the synth stats, the proportion of register bits with asynchronous set or reset is 1.00.
- The largest registers in the layout are RegisterFile.RF_data (992).
- The number of maximum-capacitance violations recorded for the run is 0.
- The slew check shows that the tightest pin keeps a relative margin of 0.158.
- The synthesized netlist cell count is ~5300, for reference.
- The total routing usage reported by global routing is 0.344, for reference.
- The row count is 158, for reference.
- The minimum clock period after layout is 18.09 ns, for reference.
- The class of the tightest hold or removal check is flop to flop, for reference.
- The via density per instance is 6.64, for reference.
- The achievable clock frequency is approximately 0.055 GHz, for reference.
- The deepest level of the CTS H-tree is 3, for reference.
- STA classifies the critical path startpoint as an input pin.
## per-stage QoR
step	instance area (um2)	utilization	std cells	hold WS, ns
floorplan	56000	-	5250	0.481
global placement	63100	0.340	7821	0.490
detailed placement	63100	0.340	7821	0.497
CTS	66700	0.360	8022	0.511
global route	66700	0.360	8025	0.519
finish	66800	0.360	8062	0.511
## power breakdown
group          switching [mW]  internal, mW
Combinational           0.669         0.555
Clock                   0.744         0.991
Sequential              0.292          2.00
Total                    1.71          3.54
## logic make-up (layout without fill, tap and decap cells)
group,Yosys count,count (layout),synth area share
xor+xnor,57,57,0.00891
compound gates,1247,1247,0.164
buf+inv,608,900,0.0462
mux,1036,1036,0.207
fa+ha+maj,61,61,0.0138
other cells,0,40,0
simple gates,1249,1249,0.117
flops,992,992,0.443
## synthesized netlist by cell type (16+ instances only)
cell type / instances / area, um2
sky130_fd_sc_hd__mux2_2: 1000 / 11300
sky130_fd_sc_hd__dfrtp_1: 992 / 24800
sky130_fd_sc_hd__a22oi_1: 650 / 4880
sky130_fd_sc_hd__clkbuf_1: 394 / 1480
sky130_fd_sc_hd__nand2_1: 296 / 1110
sky130_fd_sc_hd__and3_1: 192 / 1200
sky130_fd_sc_hd__nand3_1: 184 / 921
sky130_fd_sc_hd__nor2_1: 162 / 608
sky130_fd_sc_hd__a21oi_1: 138 / 691
sky130_fd_sc_hd__nand4_1: 119 / 744
sky130_fd_sc_hd__o21ai_0: 87 / 435
sky130_fd_sc_hd__buf_4: 69 / 518
sky130_fd_sc_hd__nor3_1: 65 / 325
sky130_fd_sc_hd__a2111oi_0: 61 / 534
sky130_fd_sc_hd__ha_1: 60 / 751
sky130_fd_sc_hd__inv_1: 58 / 218
sky130_fd_sc_hd__buf_1: 57 / 214
sky130_fd_sc_hd__nor4_1: 41 / 257
sky130_fd_sc_hd__a221oi_1: 37 / 324
sky130_fd_sc_hd__mux2i_1: 36 / 360
sky130_fd_sc_hd__o31ai_1: 36 / 270
sky130_fd_sc_hd__xnor2_1: 36 / 315
sky130_fd_sc_hd__a222oi_1: 34 / 340
sky130_fd_sc_hd__buf_2: 26 / 130
sky130_fd_sc_hd__a31oi_1: 25 / 156
sky130_fd_sc_hd__or2_2: 25 / 156
sky130_fd_sc_hd__or4_1: 24 / 180
sky130_fd_sc_hd__a22o_1: 23 / 201
sky130_fd_sc_hd__xor2_1: 21 / 184
sky130_fd_sc_hd__nand2b_1: 20 / 125
sky130_fd_sc_hd__or3_1: 19 / 119
sky130_fd_sc_hd__a21o_1: 18 / 135
sky130_fd_sc_hd__nor2b_1: 16 / 100
## how the worst max path moves through the flow
stage                 slack, ns         end               from
after CTS                  6.36  PCSrcID[0]  instructionID[20]
after global routing       5.79  PCSrcID[0]  instructionID[20]
final                      5.91  PCSrcID[0]  instructionID[19]
## layout make-up
| type | count | area (um2) | share of cell area |
|---|---|---|---|
| Tap cell | 2480 | 3100 | 0.0465 |
| Sequential cell | 992 | 24800 | 0.372 |
| Timing Repair Buffer | 640 | 5650 | 0.0846 |
| Clock buffer | 151 | 3080 | 0.0461 |
| Clock inverter | 50 | 543 | 0.00813 |
| Inverter | 59 | 225 | 0.00337 |
| Antenna cell | 40 | 100 | 0.00150 |
| Multi-Input combinational cell | 3650 | 29300 | 0.438 |
## worst max-delay path: cells and delay by family
kind | cells | cell delay, ns
buffers and inverters | 5 | 2.06
AOI/OAI and AO/OA | 6 | 1.87
adders and majority gates | 1 | 0.42
muxes | 2 | 0.72
and+or+nand+nor | 11 | 3.27
## metal layers
metal | part of all wire | vias up | routed length, um | GRT usage
met5 | 0.0028 | - | 901 | 0.0315
met4 | 0.089 | 36 | 28500 | 0.232
met3 | 0.17 | 1543 | 53900 | 0.223
met2 | 0.40 | 4695 | 130000 | 0.470
met1 | 0.34 | 26799 | 108000 | 0.387
li1 | - | 20467 | - | -
Power and IR drop assume default switching activity.
